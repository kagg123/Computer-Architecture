==> flow/config.mk <==
export PLATFORM = sky130hd
export DESIGN_NAME = addAddresses
export DESIGN_NICKNAME = addAddresses
export VERILOG_FILES = /design/flow/design.v
export SDC_FILE = /design/flow/constraint.sdc
export NUM_CORES = 4
export LEC_CHECK = 1
export CORE_AREA = 10 10 123 123
export DIE_AREA = 0 0 133 133
==> flow/constraint.sdc <==
current_design addAddresses

set clk_period 22.3
set clk_io_pct 0.2

create_clock -name clk0 -period $clk_period

set non_clock_inputs [all_inputs -no_clocks]
set_input_delay [expr $clk_period * $clk_io_pct] -clock clk0 $non_clock_inputs
set_output_delay [expr $clk_period * $clk_io_pct] -clock clk0 [all_outputs]
==> flow/design.v <==
`timescale 1ns/10ps
module addAddresses (input logic [63:0] a, b,
                     output logic [63:0] sum);
	logic [63:0] carryIns;
	fullAdder zeroth_Bit_Adder (.a(a[0]), .b(b[0]), .Cin(1'b0), .sum(sum[0]), .Cout(carryIns[0]));
	genvar i;
	generate
		for (i = 1; i < 64; i++) begin : generate_block
			fullAdder zeroth_Bit_Adder (.a(a[i]), .b(b[i]), .Cin(carryIns[i - 1]), .sum(sum[i]), .Cout(carryIns[i]));
		end
	endgenerate
endmodule
module addAddresses_testbench();
	logic [63:0] a, b, sum;
	addAddresses dut (.a, .b, .sum);
	integer i;
	parameter delay = 100000;
	initial begin
		$display("%t testing ALU_ADD operations", $time);
		a = 64'h0000000000000000; b = 64'h0x04;
		#(delay);
		assert(sum == 64'h0x04);
		for (i = 0; i < 10; i++) begin
			a = i; b = i + 1;
			#(delay);
			assert(sum == 2 * i + 1);
		end
		a = 64'h0000000000000001; b = 64'h0000000000000001;
		#(delay);
		assert(sum == 64'h0000_0000_0000_0002);
		for (i = 0; i < 10; i++) begin
			a = i; b = i + 1;
			#(delay);
			assert(sum == 2 * i + 1);
		end
		a = 64'h7FFFFFFFFFFFFFFF; b = 1;  
		#(delay);
		assert(sum == 64'h8000000000000000);
		a = 64'h7FFFFFFFFFFFFFFF; b = 2;  
		#(delay);
		assert(sum == 64'h8000000000000001);
		a = 64'hFFFFFFFFFFFFFFFF; b = 2;  
		#(delay);
		assert(sum == 1);
		a = 64'hFFFFFFFFFFFFFFFF; b = 1;  
		#(delay);
		assert(sum == 0);
		a = 64'h8000000000000000; b = 0;  
		#(delay);
		assert(sum == 64'h8000000000000000);	
		a = 64'hFFFFFFFFFFFFFFFF; b = 64'hFFFFFFFFFFFFFFFF;  
		#(delay);
		assert(sum == 64'hFFFFFFFFFFFFFFFE);	
		a = 64'hFFFFFFFFFFFFFFFF; b = 64'h8000000000000000;  
		#(delay);
		assert(sum == 64'h7FFFFFFFFFFFFFFF);
	end
endmodule
`timescale 1ns/10ps
module fullAdder (a, b, Cin, sum, Cout);
	input logic a, b, Cin;
	output logic sum, Cout;
	logic ab, bCin, aCin;
   xor #0.05 c (sum, a, b, Cin);
	and #0.05 d (ab, a, b);
	and #0.05 e (bCin, b, Cin);
	and #0.05 f (aCin, a, Cin);
	or #0.05 g (Cout, ab, bCin, aCin);
endmodule
module fullAdder_testbench();
	logic a, b, Cin, sum, Cout;
	fullAdder dut (.a, .b, .Cin, .sum, .Cout);
	integer i;
	initial begin
		for (i = 0; i < 8; i++) begin
			{a, b, Cin} = i; #10;
		end
	end
endmodule
==> flow/run.sh <==
#!/bin/bash
# OpenROAD 26Q1-2900-gdf79404cd8, Yosys 0.63+post, stock flow scripts
make -C /OpenROAD-flow-scripts/flow DESIGN_CONFIG=/design/flow/config.mk WORK_HOME=/design/flow/orfs finish
==> notes.md <==
State of the implementation.

- Counting endpoints that fail hold in the final report gives 0.
- Dividing the detail-routed via count by the number of cells gives about 3.3.
- The total power of the final layout is slightly below 0.09 mW, for reference.
- The final layout contains routed wiring with a total length of 6960 um.
- The aggregate global routing overflow is 0, for reference.
- Cells fill 27.4% of the core in the end.
- The smallest setup slack after layout is -9.07 ns, for reference.
- The initial detailed-routing violation count is 4, for reference.
- The start point of the critical path is a[0], for reference.
- The source of the worst hold timing path is b[0], for reference.
- In this run the post-CTS setup repair buffer count came out at 0.
- During placement, the flow inserted port buffers numbering 192.
- STA classifies the critical path endpoint as an output pin.
- Per the OpenROAD floorplan log, the width of the die is roughly 130 um.
- The report lists the power per cell area as 25.8 nW/um2.
- The leakage power in the latest report is 1.18 nW.
- The number of detailed-route iterations in the first pass is 2, for reference.
- Pin placement for this block handled between 150 and 200 I/O pins.
- The routed design shows a wire length per standard cell of roughly 16 um.
- For this run, design rule violations remaining after detail routing come to 0.
- The final weighted congestion recorded by global placement is 0.829.
- The final worst-path cycle share is 141%, for reference.
- The post-cts hold-fix buffer tally is 0, for reference.
- The critical path is of the primary input to output pin type.
- The report shows a maximum critical-path fanout of 1.
- Once detail routing completed, the nets flagged for antenna violations numbered 0.
- Counting distinct cell types in the post-synthesis netlist gives 4.
- The global-route usage over all layers is 7.75%, for reference.
- The kind of launch point of the worst setup path is a primary input, for reference.
- The cell total in the yosys stat output is 128, for reference.
- The analysis reports a worst IR drop on VDD of around 0.0085 mV.
- At the worst endpoint, the required time is 17.84 ns.
- Looking at the hold checks, the worst path lands on sum[0].
- The number of antenna violations at the first check in global routing is 0.
- The max-slew headroom at the worst pin is 88.4%, for reference.
- The total number of sequential cells is 0, for reference.
- The number of global-route vias before repair is 1784, for reference.
- The measured slew at the worst slew-check pin is around 0.17 ns, for reference.
- The most common cell after layout, fill and taps aside is sky130_fd_sc_hd__clkdlybuf4s50_1, for reference.
- The yosys synthesis chip area is 1760 um2, for reference.
- The cell with the biggest individual delay on the critical path is sky130_fd_sc_hd__clkdlybuf4s50_1, for reference.
- For reference, the placement row count at floorplan is 41.
- The longest individual stage delay on the worst path is 0.47 ns, for reference.
- Fill cells in the final layout number about 1300.
- The final route contains 1408 vias.
- Data arrives at the worst endpoint at 26.91 ns.
- The final timing report lists a max-slew violation count of 0.
- Entering global routing, the biggest net connects 2 pins.
- In this run the vertical extent of the chip is 133 um.
- The antenna diode instance count is 0, for reference.
- The post-synthesis area per instance is 13.7 um2, for reference.
- The flow ran to the end, but the final reports show violations.
- The clock buffers instantiated in the layout total 0.
- The area of the chip is ~18000 um2, for reference.
- The number of max-cap violations is 0, for reference.
- Before any placement, the netlist area is recorded as 1760 um2.
- In the placement report, post-DP HPWL is listed as roughly 6900 um.
- The count of yosys warnings during synthesis is 0, for reference.
- For the finished layout, the period the worst path requires is 31.37 ns.
- The core region area is 12600 um2, for reference.
- Ranking logic cells in the layout by count gives the top entries sky130_fd_sc_hd__clkdlybuf4s50_1 (161), sky130_fd_sc_hd__fa_2 (62), sky130_fd_sc_hd__buf_2 (27), sky130_fd_sc_hd__buf_6 (2), sky130_fd_sc_hd__clkdlybuf4s15_1 (2).
- Per the final layout report, the fraction of cells sized above drive strength 1 comes to 35.9%.
- Registers take 0 um2.
- The worst hold path passes through 3 cells.
- The fmax is around 32 MHz, for reference.
- The OpenROAD warning count is 35, for reference.
- The number of failing setup endpoints in the final timing report is 26, for reference.
- Sequential elements use 0% of the synthesized area.
- The checks that failed: negative setup slack.
- The area growth from synthesis to layout is 96.2%.
- The floorplan step records an initial core utilization of ~14%.
- The worst min-delay path class is primary input to output pin, for reference.
- Counting every instance in the synthesized netlist gives 128.
- The most repeated library cell on the critical path is sky130_fd_sc_hd__fa_2, for reference.
- The first global-routing pass estimated 10700 um of wire.
- Setup repair after global routing could not meet its margin everywhere.
==> worst max-delay path: cells and delay by family <==
family	cells	cell delay [ns]
xor gates and xnor gates	1	0.19
buffers and inverters	2	0.57
adders and majority gates	63	21.65
==> final cells by class <==
class | count | area [um2] | area share (%)
timing repair buffer | 192 | 1790 | 51.9
multi-input combinational | 64 | 1450 | 41.9
tap | 172 | 215 | 6.24
==> repair_timing <==
item | 4_1_cts | 5_1_grt
endpoints found under the hold margin | 0 | 0
endpoints found under the setup margin | 29 | 28
gates resized | 101 | 1
==> cell families (layout without fill, tap and decap cells) <==
family	count (synthesis)	count (layout)	synth area share, %
xor gates and xnor gates	1	1	1.35
buffers and inverters	64	192	27.3
adders and majority gates	63	63	71.3
==> how the worst max path moves through the flow <==
stage	end	slack, ns
finish	sum[63]	-9.07
global route	sum[63]	-9.56
CTS	sum[63]	-9.14
==> routing by layer <==
metal	track usage, %	up-vias	wire (um)
li1	-	578	-
met1	9.44	648	2780
met2	10.9	182	2590
met3	6.61	0	1600
met4	0	0	0
met5	0	-	0
==> power breakdown <==
group | switching, mW | total (mW) | internal [mW] | leakage (nW)
combinational | 0.0260 | 0.0889 | 0.0629 | 1.18
sequential | 0 | 0 | 0 | 0
clock | 0 | 0 | 0 | 0
total | 0.0260 | 0.0889 | 0.0629 | 1.18
==> through the flow <==
step	cell area (um2)	instances	worst slack, ns	hold WS (ns)	setup TNS (ns)
floorplan	1930	128	-8.09	9.09	-107.73
global placement	3580	428	-9.49	9.99	-143.04
detailed placement	3580	428	-9.51	10.0	-143.70
CTS	3450	428	-9.14	9.56	-123.09
global route	3450	428	-9.56	9.57	-132.14
finish	3450	428	-9.07	9.55	-121.52
==> synth_stat cells (all sizes together) <==
| cell | n | area share, % |
|---|---|---|
| ha | 1 | 0.71 |
| fa | 62 | 71 |
| buf | 64 | 27 |
| xor3 | 1 | 1.4 |
Power figures rest on the tool's default switching activity, not on a simulated workload.
