--- design/flow/constraint.sdc ---
current_design shifter

set clk_period 10.5
set clk_io_pct 0.2

create_clock -name clk0 -period $clk_period

set non_clock_inputs [all_inputs -no_clocks]
set_input_delay [expr $clk_period * $clk_io_pct] -clock clk0 $non_clock_inputs
set_output_delay [expr $clk_period * $clk_io_pct] -clock clk0 [all_outputs]
--- design/flow/config.mk ---
export PLATFORM = sky130hd
export DESIGN_NAME = shifter
export DESIGN_NICKNAME = shifter
export VERILOG_FILES = /design/flow/design.v
export SDC_FILE = /design/flow/constraint.sdc
export NUM_CORES = 4
export LEC_CHECK = 1
export CORE_UTILIZATION = 30
--- design/flow/run.sh ---
#!/bin/bash
# OpenROAD 26Q1-2900-gdf79404cd8, Yosys 0.63+post, stock flow scripts
make -C /OpenROAD-flow-scripts/flow DESIGN_CONFIG=/design/flow/config.mk WORK_HOME=/design/flow/orfs finish
--- design/flow/design.v ---
module shifter(
	input logic		[63:0]	value,
	input logic					direction,  
	input	logic		[5:0]		distance,
	output logic	[63:0]	result
	);
	always_comb begin
		if (direction == 0)
			result = value << distance;
		else
			result = value >> distance;
	end
endmodule
module shifter_testbench();
	logic	[63:0]	value;
	logic				direction;
	logic [5:0]		distance;
	logic [63:0]	result;
	shifter dut (.value, .direction, .distance, .result);
	integer i, dir;
	initial begin
		value = 64'hDEADBEEFDECAFBAD;
		for(dir=0; dir<2; dir++) begin
			direction <= dir[0];
			for(i=0; i<64; i++) begin
				distance <= i; #10;
			end
		end
	end
endmodule
==> flow_summary.json <==
{
  "postCtsSetupRepairBufs": 0,
  "critical_path.startpoint_type": "input pin",
  "rsz0062_at_grt": "no",
  "power.total_mw": 0.6418,
  "synth_stat.cells": 977,
  "seq_area_sq_um": 0,
  "status": "finished, final reports clean",
  "port_buffers": 135,
  "layout-drive-gt1-share_pct": 22.60,
  "antenna_found_initial": 2,
  "yosysSeqAreaShare_pct": 0,
  "routabilityCongestion": 1.072,
  "slew_headroom_pct": 29.96,
  "arrival_ns": 5.76,
  "drc_errors": 0,
  "setup_violations": 0,
  "cp-startpoint": "distance[0]",
  "grt_start_max_net_pins": 95,
  "maxCapViolCount": 0,
  "fin_hold_ws_ns": 5.234,
  "grt.overflow.total": 0,
  "period_used_pct": 74.83,
  "syn_area_sq_um": 8531,
  "grt_pass1_wl_um": 69350,
  "period_minus_slack_ns": 7.857,
  "cellLeakagePower_nw": 3.405,
  "flops": 0,
  "crit_end": "result[11]",
  "tightest_slew_ns": 1.021,
  "die_h_um": 170.6,
  "rows": 61,
  "die_x_um": 170.6,
  "critPathRequiredTime_ns": 8.40,
  "min_path_type": "input pin to output port",
  "dp_hpwl_um": 36830,
  "coreArea_sq_um": 27860,
  "warning_count": 32,
  "via_per_inst": 7.015,
  "dr.pass1.iters": 5,
  "crit_type": "input pin to output port",
  "layout_top_cells": "clkdlybuf4s50_1, mux4_2, mux2i_1, nor2_1, o22ai_1",
  "fin_tns_setup_ns": 0,
  "slew_viol_final": 0,
  "io_pins": 135,
  "dp_slack_ns": 2.656,
  "fp_util_pct": 30.62,
  "syn-instance-count": 977,
  "avgSynthCellArea_sq_um": 8.732,
  "ir_drop_mv": 0.05610,
  "num_vias": 9954,
  "grt_pass1_vias": 9629,
  "critPathCaptureType": "output port",
  "die-area_sq_um": 29110,
  "hold_viol": 0,
  "clock.fmax_mhz": 127.3,
  "crit_path_max_fanout": 94,
  "grt_use_total_pct": 34.30,
  "cts.hold.buffers_added": 0,
  "pwr_density_cell_nw_per_um2": 63.65,
  "cts_resized": 0,
  "wirelength_um": 48260,
  "drtIter0Drc": 1292,
  "synth.distinct_cells": 62,
  "nClkBuffers": 0,
  "setup_ws_ns": 2.643,
  "avgRoutedWirePerCell_um": 34.01,
  "yosys_warnings": 1,
  "layout.cells.most_common": "clkdlybuf4s50_1",
  "ant_nets": 0,
  "area_growth_pct": 18.20,
  "ys_area_sq_um": 8531
}
==> worst max-delay path, stage by stage <==
cell and delay (ns):
clkbuf_8 0.55, buf_12 0.58, mux4_2 0.63, mux2i_1 0.69, o22ai_1 0.17, a221oi_1 0.33, o211ai_1 0.21, clkdlybuf4s50_1 0.47
==> worst min path at each step <==
stage               start          to  cells after the start
finish        distance[3]  result[44]                      4
global route  distance[3]  result[44]                      4
CTS           distance[3]  result[44]                      4
==> kinds of logic after synthesis <==
group	count (synthesis)	share of synthesized area, %
buf+inv	112	6.629
simple gates	257	13.68
mux	309	55.73
compound gates	299	23.95
==> cell usage after synthesis, types with 3 or more instances <==
cell type / number / area, sq um
nand4_1: 4 / 25.02
nand2_1: 51 / 191.4
inv_1: 3 / 11.26
nand3_1: 10 / 50.05
or3_1: 5 / 31.28
buf_4: 9 / 67.56
or2_2: 3 / 18.77
a21oi_1: 41 / 205.2
o221ai_1: 21 / 183.9
clkbuf_1: 50 / 187.7
o2bb2ai_1: 6 / 52.55
buf_1: 16 / 60.06
a31oi_1: 6 / 37.54
o21ai_0: 46 / 230.2
a221oi_1: 7 / 61.31
o32ai_1: 5 / 43.79
mux2i_1: 124 / 1241
a22oi_1: 13 / 97.59
o22ai_1: 67 / 419.2
o211ai_1: 28 / 210.2
a211oi_1: 15 / 112.6
mux2_2: 58 / 653.1
a211o_1: 3 / 26.28
nor3_1: 16 / 80.08
buf_2: 22 / 110.1
nand2b_1: 15 / 93.84
and3_1: 3 / 18.77
o221a_2: 3 / 33.78
nand3b_1: 4 / 30.03
and2_1: 5 / 31.28
o2111ai_1: 7 / 61.31
nor2_1: 122 / 457.9
mux4_2: 127 / 2860
buf_6: 9 / 101.4
o22a_1: 6 / 52.55
nor2b_1: 9 / 56.30
a2bb2oi_1: 4 / 35.03
==> power breakdown <==
group / internal (mW) / leakage [nW] / total (mW) / switching, mW
clock network: 0.00000000613 / 0.00000634 / 0.00000000613 / 0
registers: 0 / 0 / 0 / 0
logic: 0.273 / 3.40 / 0.642 / 0.369
==> layer usage <==
metal,vias up,track usage [%],wire [um]
li1,4162,-,-
met5,-,0,0
met4,0,12.77,2207
met1,4959,47.92,19600
met2,710,48.62,20260
met3,123,13.17,6197
==> per-stage QoR <==
| stage | cells | util (%) | area [sq um] |
|---|---|---|---|
| 2_1_floorplan | 977 | - | 8531 |
| 6_report | 1419 | 36.20 | 10080 |
| 3_3_place_gp | 1418 | 36.19 | 10080 |
| 5_1_grt | 1418 | 36.19 | 10080 |
| 4_1_cts | 1418 | 36.19 | 10080 |
| 3_5_place_dp | 1418 | 36.19 | 10080 |
==> cell type report <==
cell class	instances	area, sq um
Fill cell	2852	17770
Multi-Input combinational cell	865	7970
Timing Repair Buffer	170	1618
Tap cell	378	473.0
Inverter	5	20.02
Antenna cell	1	2.502
Power and IR drop assume default switching activity.
