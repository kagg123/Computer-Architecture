===== /design/flow/config.mk =====
export PLATFORM = sky130hd
export DESIGN_NAME = isZero
export DESIGN_NICKNAME = isZero
export VERILOG_FILES = /design/flow/design.v
export SDC_FILE = /design/flow/constraint.sdc
export NUM_CORES = 4
export LEC_CHECK = 1
export CORE_AREA = 10 10 70 70
export DIE_AREA = 0 0 80 80

===== /design/flow/constraint.sdc =====
current_design isZero

set clk_period 1.3
set clk_io_pct 0.2

create_clock -name clk0 -period $clk_period

set non_clock_inputs [all_inputs -no_clocks]
set_input_delay [expr $clk_period * $clk_io_pct] -clock clk0 $non_clock_inputs
set_output_delay [expr $clk_period * $clk_io_pct] -clock clk0 [all_outputs]

===== /design/flow/design.v =====
`timescale 1ns/10ps
module isZero (zero, result);
    input logic [63:0] result;
    output logic zero;
    logic [15:0] temp;
	logic [3:0] temp2;
	logic notzero;
	genvar j, k;
	generate
		for (j = 0; j < 16; j++) begin : generate_block_identifier1
			or #0.05 zerO (temp[j], result[j * 4], result[j * 4 + 1], result[j * 4 + 2], result[j * 4 + 3] );
		end
	endgenerate
	generate
		for (k = 0; k < 4; k++) begin : generate_block_identifier2
			or #0.05 zeRO (temp2[k], temp[k * 4], temp[k * 4 + 1], temp[k * 4 + 2], temp[k * 4 + 3] );
		end
	endgenerate
	or #0.05 zERO (notzero, temp2[0], temp2[1], temp2[2], temp2[3] );
	not #0.05 ZERO (zero, notzero);
endmodule
module isZero_testbench();
 logic [63:0] result;
 logic zero;
isZero DUT (.result, .zero);
 initial begin
     result = 0; #10;
     result = 1; #10;
     result = 64; #10;
     result = 0; #10;
 end
 endmodule

===== /design/flow/run.sh =====
#!/bin/bash
# OpenROAD 26Q1-2900-gdf79404cd8, Yosys 0.63+post, stock flow scripts
make -C /OpenROAD-flow-scripts/flow DESIGN_CONFIG=/design/flow/config.mk WORK_HOME=/design/flow/orfs finish

==> impl_metrics.json <==
{
  "outcome": "finished, violations left",
  "failed_checks": "setup timing",
  "portBuffers": 65,
  "ys_sh_simple_pct": 100,
  "top_cell": "nor4_1",
  "rsz0062_at_grt": "yes",
  "antennaDiodeCount": 0,
  "wl_mm": 1.84,
  "grt_use_total_pct": 5.10,
  "routed_via_density": 3.60,
  "hold_path_end": "zero",
  "synthesis.area_um2": 144,
  "drive_above_1_share_pct": 60.5,
  "nClkBuffers": 0,
  "ctsHoldBuffers": 0,
  "cap_viol_max_count": 0,
  "topCellsByArea": "nor4_1, nand4_1, nor4_2",
  "regArea_um2": 0,
  "ant_nets": 0,
  "hold_slack_ps": 879,
  "grt_pass1_vias": 556,
  "ff_count": 0,
  "compound_area_share_pct": 0,
  "die_x_um": 80,
  "chipArea_mm2": 0.00640,
  "grt_overflow": 0,
  "layout_setup_ws_ps": -179,
  "worst_pin_slew_ps": 244,
  "xor_share_pct": 0,
  "yosys-stat-area_um2": 144,
  "vias": 475,
  "crit_type": "in -> out",
  "synth_adder_area_share_pct": 0,
  "ys_cells": 21,
  "post-route-period-util_pct": 114,
  "ys_seq_share_pct": 0,
  "ys_types": 3,
  "logic_family": "simple AND/OR/NAND/NOR gates",
  "avgSynthCellArea_um2": 6.85,
  "p_total_mw": 0.160,
  "largest_area_cell": "nor4_1",
  "fin_crit_ps": 1480,
  "place_congestion": 0.838,
  "syn_inst": 21,
  "hold_depth": 5,
  "mux_share_pct": 0,
  "slew_headroom_pct": 83.6,
  "rows": 21,
  "hold_viol_final": 0,
  "dr.pass1.iters": 2,
  "power.density_mw_per_mm2": 204,
  "initial_core_util_pct": 4.21,
  "peakVddDrop_mv": 0.0448,
  "ioPinCount": 65,
  "wl_per_cell_um": 14.0,
  "grt_max_degree": 2,
  "critPathLaunchType": "input pin",
  "antenna_found_initial": 0,
  "drt_iter0_markers": 2,
  "setup_viol": 1,
  "crit_path_max_fanout": 1,
  "min_path_type": "in -> out",
  "postCtsSetupBuffers": 0,
  "core_mm2": 0.00342,
  "warnings": 34,
  "syn2layout_area_growth_pct": 443,
  "grt_pass1_wl_mm": 2.64,
  "max_freq_mhz": 676,
  "arrival_ps": 1220,
  "remaining_drc_errors": 0,
  "yosysTopAreaCellShare_pct": 65.2,
  "end_kind": "output pin",
  "yosys-top-cells-count": "nor4_1, nand4_1, nor4_2",
  "drv_slew": 0,
  "p_leak_nw": 0.308,
  "ys_warn_count": 0,
  "hold_start": "result[31]",
  "die_h_um": 80,
  "logic_area_um2": 243,
  "required_ps": 1040,
  "fillers": 397
}
[cell usage in the layout (no fill, tap or decap)]
master / netlist / final
clkdlybuf4s15_1: 0 / 21
clkbuf_2: 0 / 10
nand4_1: 4 / 4
nor4_4: 0 / 2
dlygate4sd2_1: 0 / 7
nor4_1: 15 / 2
buf_6: 0 / 4
nor4_2: 2 / 13
buf_2: 0 / 23
[cells by family after synthesis]
kind of cell and Yosys count:
AND/OR/NAND/NOR 21
[metrics by stage]
step           setup TNS [ps]  util (%)  setup WS [ps]  cell area [um^2]  instances
2_1_floorplan               0         -            189               144         21
3_3_place_gp             -962      24.9           -962               852        132
3_5_place_dp             -983      24.9           -983               852        132
4_1_cts                  -196      23.4           -196               801        132
5_1_grt                  -248      22.9           -248               782        132
6_report                 -179      22.9           -179               782        132
[layout make-up]
cell class / instances / area share, %
timing repair buffer: 65 / 61.6
multi-input combinational: 21 / 31.0
tap: 46 / 7.36
[worst max-delay path by stage]
stage	start	endpoint	slack [ps]	depth (start not counted)
after CTS	result[56]	zero	-200	5
after global routing	result[5]	zero	-250	5
final	result[1]	zero	-180	5
[worst max-delay path, stage by stage]
cell and delay, ps:
buf_2 90, nor4_1 280, nand4_1 170, nor4_2 280
buf_2 140
[timing repair]
item,CTS,global route
pin swaps,21,10
resized,164,25
setup endpoints to repair,1,1
[where the power goes]
group	switching, mW	internal (mW)
sequential	0	0
combinational	0.0514	0.108
clock	0	0
[per-layer routing]
metal / part of all wire [%] / vias up / global-route usage (%)
li1: - / 235 / -
met1: 42 / 203 / 6.53
met2: 44 / 37 / 8.19
met3: 14 / 0 / 2.27
met4: 0 / 0 / 0
met5: 0 / - / 0
No activity file was given, so power comes from the tool's default toggle rates.
