<file path="flow/design.v">
module forwardingUnit  (Rd1, Rd2, Rm, Rn, forwardCtrlOne, forwardCtrlTwo, regWrite1, regWrite2);
    input logic regWrite1, regWrite2;
    input logic [4:0] Rd1, Rd2, Rm, Rn;  
    output logic [1:0] forwardCtrlOne, forwardCtrlTwo;
    always_comb begin 
        if (Rn == Rd1 && Rn != 5'b11111 && regWrite1)
            forwardCtrlOne = 2'b01;
        else if (Rn == Rd2 && Rn != 5'b11111 && regWrite2)
            forwardCtrlOne = 2'b10;
        else 
            forwardCtrlOne = 2'b00;
    end
    always_comb begin 
        if (Rm == Rd1 && Rm != 5'b11111 && regWrite1)
            forwardCtrlTwo = 2'b01;
        else if (Rm == Rd2 && Rm != 5'b11111 && regWrite2)
            forwardCtrlTwo = 2'b10;
        else 
            forwardCtrlTwo = 2'b00;
    end
endmodule
module forwardingUnit_testbench ();
     logic regWrite1, regWrite2;
     logic [4:0] Rd1, Rd2, Rm, Rn;  
     logic [1:0] forwardCtrlOne, forwardCtrlTwo;
    forwardingUnit dut (.Rd1, .Rd2, .Rm, .Rn, .forwardCtrlOne, .forwardCtrlTwo, .regWrite1, .regWrite2);
     initial begin
         Rd1 = 20; Rd2 = 5; Rm = 10; Rn = 10; regWrite1 = 1; regWrite2 = 1; #10;
         Rd1 = 20; Rd2 = 5; Rm = 20; Rn = 10; regWrite1 = 1; regWrite2 = 1; #10;
         Rd1 = 20; Rd2 = 5; Rm = 10; Rn = 20; regWrite1 = 1; regWrite2 = 1; #10;
         Rd1 = 5; Rd2 = 20; Rm = 10; Rn = 10; regWrite1 = 1; regWrite2 = 1; #10;
         Rd1 = 5; Rd2 = 20; Rm = 20; Rn = 10; regWrite1 = 1; regWrite2 = 1; #10;
         Rd1 = 5; Rd2 = 20; Rm = 10; Rn = 20; regWrite1 = 1; regWrite2 = 1; #10;
         Rd1 = 20; Rd2 = 5; Rm = 20; Rn = 10; regWrite1 = 0; regWrite2 = 1; #10;  
         Rd1 = 20; Rd2 = 5; Rm = 10; Rn = 20; regWrite1 = 1; regWrite2 = 0; #10;  
         Rd1 = 5; Rd2 = 20; Rm = 20; Rn = 10; regWrite1 = 1; regWrite2 = 0; #10;  
         Rd1 = 5; Rd2 = 20; Rm = 10; Rn = 20; regWrite1 = 0; regWrite2 = 1; #10;  
     end
endmodule
</file>
<file path="flow/run.sh">
#!/bin/bash
# OpenROAD 26Q1-2900-gdf79404cd8, Yosys 0.63+post, stock flow scripts
make -C /OpenROAD-flow-scripts/flow DESIGN_CONFIG=/design/flow/config.mk WORK_HOME=/design/flow/orfs finish
</file>
<file path="flow/config.mk">
export PLATFORM = sky130hd
export DESIGN_NAME = forwardingUnit
export DESIGN_NICKNAME = forwardingUnit
export VERILOG_FILES = /design/flow/design.v
export SDC_FILE = /design/flow/constraint.sdc
export NUM_CORES = 4
export LEC_CHECK = 1
export CORE_AREA = 10 10 70 70
export DIE_AREA = 0 0 80 80
</file>
<file path="flow/constraint.sdc">
current_design forwardingUnit

set clk_period 2.6
set clk_io_pct 0.2

create_clock -name clk0 -period $clk_period

set non_clock_inputs [all_inputs -no_clocks]
set_input_delay [expr $clk_period * $clk_io_pct] -clock clk0 $non_clock_inputs
set_output_delay [expr $clk_period * $clk_io_pct] -clock clk0 [all_outputs]
</file>
==> tab_implementation.tex <==
% Implementation results table
\begin{tabular}{lr}
\hline
Metric & Value \\
\hline
\multicolumn{2}{l}{\textbf{Final timing}} \\
Actual transition at the worst max-transition pin & 0.250 ns \\
Max frequency & 0.399 GHz \\
Final setup violation count & 0 \\
Post-layout min period & 2.51 ns \\
Crit share post-route & 96.4\% \\
Number of pins exceeding their max-slew limit in the final report & 0 \\
Unrepaired setup endpoints after global routing & no \\
Worst slew slack as a fraction of its limit & 83.2\% \\
Hold Fails Final Rpt & 0 \\
Total negative slack for setup checks & 0 ns \\
\multicolumn{2}{l}{\textbf{Worst setup path}} \\
Slowest library cell on the worst path & sky130\_fd\_sc\_hd\_\_clkdlybuf4s50\_1 \\
Crit-path most repeated cell & sky130\_fd\_sc\_hd\_\_clkdlybuf4s50\_1 \\
Start-to-end type of the worst setup path & input port to primary output \\
Highest net fanout along the worst path & 3 \\
Element type at the critical path end & primary output \\
Launching element type of the critical path & input port \\
Delay of the slowest cell on the worst path & 0.54 ns \\
Required time worst endpoint & 2.08 ns \\
Arr. time, crit path & 1.99 ns \\
Worst path cell trace & clkdlybuf4s50\_1, xnor2\_1, and2\_1, and3b\_1, clkdlybuf4s50\_1 \\
\multicolumn{2}{l}{\textbf{Final layout}} \\
Top cells excl fill/tap & sky130\_fd\_sc\_hd\_\_dlygate4sd2\_1, sky130\_fd\_sc\_hd\_\_xnor2\_1, sky130\_fd\_sc\_hd\_\_clkdlybuf4s50\_1, sky130\_fd\_sc\_hd\_\_xor2\_1, sky130\_fd\_sc\_hd\_\_nand2\_1 \\
Ratio of cells with drive above 1 in the final layout & 9.09\% \\
Area grow syn2layout & 110\% \\
Leading cell type in the layout, fill and taps excluded & sky130\_fd\_sc\_hd\_\_dlygate4sd2\_1 \\
Flip-flop and latch area & 0 um\^{}2 \\
Number of clock-tree buffers in the layout & 0 \\
Fin util & 18.8\% \\
Number of flip-flops and latches & 0 \\
\multicolumn{2}{l}{\textbf{Global route}} \\
Number of global-route vias before repair & 402 \\
Largest net degree at the start of global routing & 4 \\
Antenna violations before repair & 0 \\
Total global-route track usage & 3.56\% \\
Remaining global-route overflow & 0 \\
Wire length of the first global-routing pass & 1880 um \\
\multicolumn{2}{l}{\textbf{Routing}} \\
Via count normalized by instance count & 3.27 \\
Total via count in the routed design & 366 \\
Total detailed-routing wirelength & 1230 um \\
Number of nets with antenna violations after routing & 0 \\
First-pass DRT Iterations & 2 \\
Wire length per cell & 11.0 um \\
Total antenna diodes in the routed design & 0 \\
DRT iter0 DRCs & 2 \\
Number of remaining DRC errors & 0 \\
\multicolumn{2}{l}{\textbf{Yosys}} \\
Cells after synthesis & 38 \\
Register area share after synthesis & 0\% \\
Post-synthesis instance area & 305 um\^{}2 \\
Post-synthesis cell type with the largest combined area & sky130\_fd\_sc\_hd\_\_xnor2\_1 \\
Area share, top type & 34.4\% \\
Count of instantiated cells in the yosys netlist & 38 \\
Chip area from the yosys synthesis statistics & 305 um\^{}2 \\
Top cells, area & sky130\_fd\_sc\_hd\_\_xnor2\_1, sky130\_fd\_sc\_hd\_\_xor2\_1, sky130\_fd\_sc\_hd\_\_a2111oi\_2 \\
Yosys warning total & 1 \\
Unique cell type count in the Yosys netlist & 10 \\
Average size of a mapped cell & 8.03 um\^{}2 \\
\multicolumn{2}{l}{\textbf{Hold path}} \\
Hold Path Class & input port to primary output \\
\multicolumn{2}{l}{\textbf{Placed design}} \\
Count of buffers inserted at the top-level ports & 26 \\
Weighted congestion at the end of routability-driven global placement & 0.852 \\
\multicolumn{2}{l}{\textbf{Power and ir drop}} \\
Areal power density over the cells & 131 mW/mm\^{}2 \\
Leakage power of the design & 0.257 nW \\
Max rail drop VDD & 0.0000187 V \\
\multicolumn{2}{l}{\textbf{Run}} \\
Count of maximum capacitance violations & 0 \\
Tool Warnings & 32 \\
\multicolumn{2}{l}{\textbf{Clock tree}} \\
CTS hold repair buffers & 0 \\
\multicolumn{2}{l}{\textbf{Die}} \\
Number of placement rows & 21 \\
FP Util & 8.94\% \\
Die Wd & 80 um \\
Ports & 26 \\
Die Span Y & 80 um \\
Core Footprint & 0.00342 mm\^{}2 \\
Total Die Area & 0.00640 mm\^{}2 \\
\multicolumn{2}{l}{\textbf{Status}} \\
Status & complete, no violations \\
\hline
\end{tabular}
-- worst max-delay path: cells and delay by family --
kind	cells	cell delay (ns)
AND/OR/NAND/NOR	2	0.33
buffers and inverters	2	1.00
XOR/XNOR	1	0.13
-- final timing paths --
kind,startpoint,to,cells past startpoint
worst min-delay path,Rm[0],forwardCtrlTwo[1],5
worst max-delay path,Rn[3],forwardCtrlOne[0],5
-- synthesized netlist by cell type --
| library cell | n |
|---|---|
| sky130_fd_sc_hd__nor4_2 | 2 |
| sky130_fd_sc_hd__and2_1 | 2 |
| sky130_fd_sc_hd__nand3_1 | 2 |
| sky130_fd_sc_hd__nand4_1 | 2 |
| sky130_fd_sc_hd__nand2_1 | 4 |
| sky130_fd_sc_hd__nor2_1 | 2 |
| sky130_fd_sc_hd__and3b_1 | 2 |
| sky130_fd_sc_hd__a2111oi_2 | 2 |
| sky130_fd_sc_hd__xor2_1 | 8 |
| sky130_fd_sc_hd__xnor2_1 | 12 |
-- cell families after synthesis --
logic type,count (synthesis),share of synthesized area (%)
XOR/XNOR,20,57.4
AND-OR/OR-AND,2,9.84
AND/OR/NAND/NOR,16,32.8
-- metrics by stage --
stage / instance area, um^2 / hold slack (ns) / total power [mW] / setup slack (ns) / std cells
6_report: 642 / 1.70 / 0.0839 / 0.0933 / 112
5_1_grt: 642 / 1.77 / 0.0913 / 0.0194 / 112
4_1_cts: 622 / 1.77 / 0.0832 / 0.0174 / 112
3_5_place_dp: 623 / 2.02 / 0.0869 / -0.173 / 110
3_3_place_gp: 623 / 2.02 / 0.0864 / -0.149 / 110
2_1_floorplan: 305 / 1.13 / 0.0358 / 0.942 / 38
-- what timing repair did --
action,CTS,global route
resized,13,4
setup buffers,2,0
endpoints found under the setup margin,4,3
gates cloned,0,0
pin swaps,4,2
-- final cells by class --
cell class / count / area [um^2]
fill: 385 / 2770
tap: 46 / 57.6
timing repair buffer: 28 / 267
multi-input combinational: 38 / 318
-- power breakdown --
group          switching, mW  internal, mW
registers                  0             0
logic                 0.0357        0.0482
clock network              0             0
total                 0.0357        0.0482
-- per-layer routing --
| layer | track usage, % | vias up | wire [um] |
|---|---|---|---|
| met5 | 0 | - | 0 |
| met4 | 0 | 0 | 0 |
| met3 | 0.227 | 0 | 51 |
| met2 | 7.62 | 10 | 698 |
| met1 | 3.76 | 168 | 478 |
| li1 | - | 188 | - |
No activity file was given, so power comes from the tool's default toggle rates.
