===== /design/flow/design.v =====
`timescale 1ns/10ps
module aluBitSlice (a, b, Cin, Cout, cntrl, result);
	input logic a, b, Cin;
	input logic [2:0] cntrl;
	output logic result, Cout;
	logic [7:0] operations;
	logic notB, adderB;
	assign operations[0] = b;
	not #0.05 c (notB, b);
	mux2_1 d (.out(adderB), .in({notB, b}), .sel(cntrl[0]));
	fullAdder e (.a, .b(adderB), .Cin, .sum(operations[2]), .Cout); 
	assign operations[3] = operations[2];
	and #0.05 f (operations[4], a, b);
	or #0.05 g (operations[5], a, b);
	xor #0.05 h (operations[6], a, b);
	mux8_1 i (.out(result), .in(operations), .sel(cntrl));
endmodule
module aluBitSlice_testbench();
	logic a, b, Cin, result, Cout;
	logic [2:0] cntrl;
	aluBitSlice dut (.a, .b, .Cin, .Cout, .cntrl, .result);
	integer i;
	initial begin
		for (i = 0; i < 64; i++) begin
			{a, b, Cin, cntrl} = i; #10;
		end
	end
endmodule
`timescale 1ns/10ps
module fullAdder (a, b, Cin, sum, Cout);
	input logic a, b, Cin;
	output logic sum, Cout;
	logic ab, bCin, aCin;
   xor #0.05 c (sum, a, b, Cin);
	and #0.05 d (ab, a, b);
	and #0.05 e (bCin, b, Cin);
	and #0.05 f (aCin, a, Cin);
	or #0.05 g (Cout, ab, bCin, aCin);
endmodule
module fullAdder_testbench();
	logic a, b, Cin, sum, Cout;
	fullAdder dut (.a, .b, .Cin, .sum, .Cout);
	integer i;
	initial begin
		for (i = 0; i < 8; i++) begin
			{a, b, Cin} = i; #10;
		end
	end
endmodule
`timescale 1ns/10ps
module mux2_1(out, in, sel);
 output logic out;
 input logic [1:0] in;
 input logic sel;
 logic or_one, or_two, notSelect;
 and #0.05 input1 (or_one, sel, in[1]);
 not #0.05 invert (notSelect, sel);
 and #0.05 input2 (or_two, notSelect, in[0]);
 or #0.05 result (out, or_one, or_two);
endmodule
module mux2_1_testbench();
 logic [1:0] in;
 logic sel, out;
 mux2_1 dut (.out, .in, .sel);
 integer i;
 initial begin
	for (i = 0; i < 2; i++) begin
		sel = i;
		in[i] = 0; #10;
		in[i] = 1; #10;
	end
 end
endmodule
`timescale 1ns/10ps
module mux4_1(out, in, sel);
 output logic out;
 input logic [3:0] in;
 input logic [1:0] sel;
 logic v0, v1;
 mux2_1 m0 (.out(v0), .in(in[1:0]), .sel(sel[0]));
 mux2_1 m1 (.out(v1), .in(in[3:2]),  .sel(sel[0]));
 mux2_1 m  (.out, .in({v1, v0}), .sel(sel[1]));
endmodule
module mux4_1_testbench();
 logic [3:0] in;
 logic [1:0] sel;
 logic out;
 mux4_1 dut (.out, .in, .sel);
 integer i;
 initial begin
	 for (i = 0; i < 4; i++) begin
		sel = i;
		in[i] = 0; #10;
		in[i] = 1; #10;
	end
 end
endmodule
`timescale 1ns/10ps
module mux8_1(out, in, sel);
 output logic out;
 input logic [7:0] in;
 input logic [2:0] sel;
 logic v0, v1;
  mux4_1 m4 (.out(v0), .in(in[3:0]), .sel(sel[1:0]));
  mux4_1 m3(.out(v1), .in(in[7:4]), .sel(sel[1:0]));
  mux2_1 m2 (.out, .in({v1, v0}), .sel(sel[2]));
endmodule
module mux8_1_testbench();
 logic [7:0] in;
 logic [2:0] sel;
 logic out;
 mux8_1 dut (.out, .in, .sel);
 integer i;
 initial begin
	 for (i = 0; i < 8; i++) begin
		sel = i;
		in[i] = 0; #10;
		in[i] = 1; #10;
	end
 end
endmodule

===== /design/flow/run.sh =====
#!/bin/bash
# OpenROAD 26Q1-2900-gdf79404cd8, Yosys 0.63+post, stock flow scripts
make -C /OpenROAD-flow-scripts/flow DESIGN_CONFIG=/design/flow/config.mk WORK_HOME=/design/flow/orfs finish

===== /design/flow/config.mk =====
export PLATFORM = sky130hd
export DESIGN_NAME = aluBitSlice
export DESIGN_NICKNAME = aluBitSlice
export VERILOG_FILES = /design/flow/design.v
export SDC_FILE = /design/flow/constraint.sdc
export NUM_CORES = 4
export LEC_CHECK = 1
export CORE_AREA = 10 10 70 70
export DIE_AREA = 0 0 80 80

===== /design/flow/constraint.sdc =====
current_design aluBitSlice

set clk_period 1.5
set clk_io_pct 0.2

create_clock -name clk0 -period $clk_period

set non_clock_inputs [all_inputs -no_clocks]
set_input_delay [expr $clk_period * $clk_io_pct] -clock clk0 $non_clock_inputs
set_output_delay [expr $clk_period * $clk_io_pct] -clock clk0 [all_outputs]

==> flow_metrics.py <==
# Flow results
metrics = {
    "run_status": {
        "status": "finished, violations left",
        "violations": "negative setup slack",
    },
    "timing": {
        "finalCritPeriodShare": 1.21,
        "setup_ws_ps": -311,
        "worst_pin_slew_ps": 159,
        "slew_violations": 0,
        "fin_crit_ps": 1810,
        "rsz0062_at_grt": "true",
        "tns_ps": -311,
        "slew_headroom": 0.894,
        "hold_violations": 0,
        "holdWs_ps": 1010,
        "fmax_mhz": 552,
        "finalSetupViolations": 1,
    },
    "critical_path": {
        "cp-start-kind": "primary input",
        "crit_required_ps": 1200,
        "path_class": "primary input to output port",
        "setup.worst_path.end_class": "output port",
        "crit_path_max_fanout": 2,
        "arrival_ps": 1510,
    },
    "floorplan": {
        "num_io_pins": 8,
        "rows": 21,
        "initial_utilization": 0.0348,
        "fp.dieW_um": 80,
        "chipHeight_um": 80,
        "dieArea_um2": 6400,
        "core-area_um2": 3420,
    },
    "worst_hold_path": {
        "whs_path_depth": 3,
        "hp-start": "a",
        "hold_end": "Cout",
        "hp-class": "primary input to output port",
    },
    "power": {
        "internal_power_mw": 0.0410,
        "p_leak_nw": 0.118,
        "clockPowerShare": 0,
        "seq_power_share": 0,
        "combPwrFrac": 1.000,
        "power.density_nw_per_um2": 227,
        "ir_drop_v": 0.0000755,
        "p_sw_frac": 0.396,
        "p_total_mw": 0.0679,
        "netSwitchingPower_mw": 0.0269,
    },
    "final_layout": {
        "clkbuf_count": 0,
        "register_area_um2": 0,
        "post-route-cell-area_um2": 299,
        "finish.utilization": 0.0875,
        "layout-area-overhead-vs-synth_pct": 152,
        "stdcell_count": 70,
        "ff_count": 0,
        "layout-drive-gt1-share": 0.542,
    },
    "routing": {
        "ant_nets": 0,
        "routedWlPerCell_um": 6.34,
        "drc": 0,
        "vias_per_cell": 1.86,
        "dr.pass1.iters": 1,
        "first_iter_violations": 0,
        "wirelength_um": 444,
        "vias": 130,
        "insertedDiodeCount": 0,
    },
    "clock_tree": {
        "postCtsSetupBuffers": 0,
        "cts_hold_buf": 0,
    },
    "place": {
        "place.gp.congestion": 0.722,
        "placed_area_um2": 304,
        "dp.cells": 71,
        "portBuffers": 8,
        "hpwl_um": 397,
        "dp_slack_ps": -1200,
    },
    "global_routing": {
        "top_usage_layer": "met1",
        "grt_util_all_layers": 0.0143,
        "grt_max_degree": 4,
        "antenna_found_initial": 0,
        "grt-ovfl-total": 0,
        "grt_pass1_vias": 151,
        "grt_first_pass_wirelength_um": 738,
        "met3_usage": 0.00682,
        "met1_usage": 0.0244,
        "gr-usage-met2": 0.0152,
    },
    "run": {
        "max-cap-violations": 0,
        "warnings": 36,
    },
    "synth": {
        "avgSynthCellArea_um2": 8.49,
        "syn_inst": 14,
        "top_area_frac": 0.316,
        "synthesis.area_um2": 119,
        "synthTopCellsByArea": "ha_1 (32%), fa_1 (17%), inv_1 (13%), mux2_1 (9.5%), a21oi_1 (8.4%)",
        "yosys_area_um2": 119,
        "yosysWarnings": 2,
        "yosys.cell_types.count": 8,
        "yosys_cells": 14,
        "largest_area_cell": "ha_1",
        "yosysSeqAreaShare": 0,
    },
}
## cells in the final DEF (no fill, tap or decap)
cell type        Yosys  final
ha_4                 0      1
buf_2                0      2
mux2_1               1      1
dlygate4sd2_1        0      1
buf_12               0      1
nor3b_1              1      1
clkbuf_2             0      1
inv_12               0      1
buf_6                0      1
fa_2                 0      1
inv_1                4      2
and2b_4              1      1
buf_4                0      2
clkdlybuf4s50_1      0      2
a21oi_1              2      2
a211oi_2             0      1
inv_2                0      1
ha_1                 3      2
## how the worst max path moves through the flow
stage / from / end / slack [ps] / depth (start not counted)
after global routing: cntrl[0] / result / -350 / 8
after CTS: cntrl[0] / result / -410 / 9
final: cntrl[0] / result / -310 / 8
## synth_stat cells
cell and number:
inv_1 4, ha_1 3, a21oi_1 2, a211oi_1 1
and2b_4 1, fa_1 1, mux2_1 1, nor3b_1 1
## repair_timing
| item | 4_1_cts | 5_1_grt |
|---|---|---|
| endpoints found under the setup margin | 2 | 2 |
| pin swaps | 3 | 1 |
| gates resized | 21 | 5 |
## worst max-delay path: stages
cell and delay (ps):
buf_12 90, inv_12 30, ha_4 250, inv_2 30
fa_2 520, a211oi_2 60, a21oi_1 110, buf_2 130
## routing by layer
layer / routed length [um] / vias up
met1: 287 / 55
met4: 0 / 0
met2: 99 / 8
met3: 56 / 0
met5: 0 / -
li1: - / 67
## cells by family after synthesis
family                   synth area share
multiplexers                       0.0947
AND-OR/OR-AND                       0.147
adder cells (fa/ha/maj)             0.484
buffers and inverters               0.126
AND/OR/NAND/NOR                     0.147
## power by group through the flow
stage / combinational (mW) / clock, mW / sequential [mW]
5_1_grt: 0.0769 / 0 / 0
4_1_cts: 0.0688 / 0 / 0
6_report: 0.0679 / 0 / 0
## final cells by class
| type | count | area [um2] |
|---|---|---|
| fill | 414 | 3120 |
| multi-input combinational | 10 | 124 |
| timing repair buffer | 10 | 90.1 |
| tap | 46 | 57.6 |
| inverter | 4 | 27.5 |
Power is estimated from default activity; no workload was simulated.
