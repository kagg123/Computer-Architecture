<file path="run.sh">
#!/bin/bash
# OpenROAD 26Q1-2900-gdf79404cd8, Yosys 0.63+post, stock flow scripts
make -C /OpenROAD-flow-scripts/flow DESIGN_CONFIG=/design/flow/config.mk WORK_HOME=/design/flow/orfs finish
</file>
<file path="constraint.sdc">
current_design mux32_1

set clk_period 2.2
set clk_io_pct 0.2

create_clock -name clk0 -period $clk_period

set non_clock_inputs [all_inputs -no_clocks]
set_input_delay [expr $clk_period * $clk_io_pct] -clock clk0 $non_clock_inputs
set_output_delay [expr $clk_period * $clk_io_pct] -clock clk0 [all_outputs]
</file>
<file path="design.v">
`timescale 1ns/10ps
module mux16_1(out, in, sel);
 output logic out;
 input logic [15:0] in;
 input logic [3:0] sel;
 logic v0, v1;
  mux8_1 m5 (.out(v0), .in(in[7:0]), .sel(sel[2:0]));
  mux8_1 m4(.out(v1), .in(in[15:8]), .sel(sel[2:0]));
  mux2_1 m (.out, .in({v1, v0}), .sel(sel[3]));
endmodule
module mux16_1_testbench();
 logic out;
 logic [15:0] in;
 logic [3:0] sel;
 mux16_1 dut (.out, .in, .sel);
 integer i;
 initial begin
	 for (i = 0; i < 16; i++) begin
		sel = i;
		in[i] = 0; #10;
		in[i] = 1; #10;
	end
 end
endmodule
`timescale 1ns/10ps
module mux2_1(out, in, sel);
 output logic out;
 input logic [1:0] in;
 input logic sel;
 logic or_one, or_two, notSelect;
 and #0.05 input1 (or_one, sel, in[1]);
 not #0.05 invert (notSelect, sel);
 and #0.05 input2 (or_two, notSelect, in[0]);
 or #0.05 result (out, or_one, or_two);
endmodule
module mux2_1_testbench();
 logic [1:0] in;
 logic sel, out;
 mux2_1 dut (.out, .in, .sel);
 integer i;
 initial begin
	for (i = 0; i < 2; i++) begin
		sel = i;
		in[i] = 0; #10;
		in[i] = 1; #10;
	end
 end
endmodule
`timescale 1ns/10ps
module mux32_1(out, in, sel);
 output logic out;
 input logic [31:0] in;
 input logic [4:0] sel;
 logic v0, v1;
  mux16_1 m8(.out(v0), .in(in[15:0]), .sel(sel[3:0]));
  mux16_1 m7(.out(v1), .in(in[31:16]), .sel(sel[3:0]));
  mux2_1 m6 (.out, .in({v1, v0}), .sel(sel[4]));
endmodule
module mux32_1_testbench();
 logic [31:0] in;
 logic [4:0] sel;
 logic out;
 mux32_1 dut (.out, .in, .sel);
 integer i;
 initial begin
	 for (i = 0; i < 32; i++) begin
		sel = i;
		in[i] = 0; #10;
		in[i] = 1; #10;
	end
 end
endmodule
`timescale 1ns/10ps
module mux4_1(out, in, sel);
 output logic out;
 input logic [3:0] in;
 input logic [1:0] sel;
 logic v0, v1;
 mux2_1 m0 (.out(v0), .in(in[1:0]), .sel(sel[0]));
 mux2_1 m1 (.out(v1), .in(in[3:2]),  .sel(sel[0]));
 mux2_1 m  (.out, .in({v1, v0}), .sel(sel[1]));
endmodule
module mux4_1_testbench();
 logic [3:0] in;
 logic [1:0] sel;
 logic out;
 mux4_1 dut (.out, .in, .sel);
 integer i;
 initial begin
	 for (i = 0; i < 4; i++) begin
		sel = i;
		in[i] = 0; #10;
		in[i] = 1; #10;
	end
 end
endmodule
`timescale 1ns/10ps
module mux8_1(out, in, sel);
 output logic out;
 input logic [7:0] in;
 input logic [2:0] sel;
 logic v0, v1;
  mux4_1 m4 (.out(v0), .in(in[3:0]), .sel(sel[1:0]));
  mux4_1 m3(.out(v1), .in(in[7:4]), .sel(sel[1:0]));
  mux2_1 m2 (.out, .in({v1, v0}), .sel(sel[2]));
endmodule
module mux8_1_testbench();
 logic [7:0] in;
 logic [2:0] sel;
 logic out;
 mux8_1 dut (.out, .in, .sel);
 integer i;
 initial begin
	 for (i = 0; i < 8; i++) begin
		sel = i;
		in[i] = 0; #10;
		in[i] = 1; #10;
	end
 end
endmodule
</file>
<file path="config.mk">
export PLATFORM = sky130hd
export DESIGN_NAME = mux32_1
export DESIGN_NICKNAME = mux32_1
export VERILOG_FILES = /design/flow/design.v
export SDC_FILE = /design/flow/constraint.sdc
export NUM_CORES = 4
export LEC_CHECK = 1
export CORE_AREA = 10 10 70 70
export DIE_AREA = 0 0 80 80
</file>
==> GITHUB_STEP_SUMMARY <==
## PnR job results

| Metric | Value |
|---|---|
| Status | `finished, final reports clean` |
| Tool Warnings | `32` |
| 1st-iter DRT viols | `16` |
| Cell type with the largest total area | `mux2i_1` |
| Ports | `38` |
| Max-Cap Viols | `0` |
| Relative slew slack | `83.0%` |
| Dpl ws | `-0.601 ns` |
| Cell Chain, Critical Path | `clkdlybuf4s50_1 -> nand2b_1 -> a21oi_1 -> nand3_1 -> nand2_1 -> a311o_1 -> clkbuf_2` |
| Die X | `80 um` |
| Vias in the first global route | `491` |
| Top area cell types | `mux2i_1 49%, a22oi_1 9.2%, nand2_1 6.9%, buf_12 6.2%, a21oi_1 4.6%` |
| Worst Setup SP | `sel[3]` |
| Yosys top cell area share | `about half` |
| Gate count of the mapped netlist | `41` |
| Post-Syn Area | `325 um2` |
| Floorplan core density | `9.52%` |
| Class of the worst hold path | `input pin to output pin` |
| Peak supply drop | `0.0000315 V` |
| Clock buffers | `0` |
| Final setup viols | `0` |
| Register share after synthesis | `0%` |
| Worst EP arrival | `1.63 ns` |
| Final min period | `just over 2 ns` |
| N_diodes | `0` |
| DR pass1 iterations | `4` |
| Via-per-instance ratio | `3.57` |
| Measured slew at the worst slew-check pin | `0.255 ns` |
| Hold WS | `1.42 ns` |
| Hold Path Origin | `in[30]` |
| Hold Crit Endpoint | `out` |
| Register cell area after layout | `0 um2` |
| Unrepaired setup endpoints after global routing | `no` |
| Core footprint | `3420 um2` |
| Chip Area, Yosys | `325 um2` |
| Die Y | `80 um` |
| Hold Path Stages | `7` |
| # Cells Yosys | `41` |
| Setup TNS | `0 ns` |
| Most common cell in the netlist | `mux2i_1` |
| Peak per-stage delay on the critical path | `slightly below 0.5 ns` |
| Global route total overflow | `0` |
| IO Port Bufs | `38` |
| Distinct lib cells | `15` |
| Vias | `454` |
| Largest net degree at the start of global routing | `9` |
| Startpoint Class | `input pin` |
| Final-report max-slew violation count | `0` |
| Synth-to-Final Area Change | `140%` |
| Mean area per synthesized cell | `7.93 um2` |
| CP endpoint kind | `output pin` |
| Final wirelength | `~1.5 mm` |
| Leak pwr | `0.329 nW` |
| Fraction of layout cells with a size suffix above 1 | `11.1%` |
| Antenna violations before repair | `0` |
| Yosys warnings | `0` |
| PnR worst setup slack | `0.127 ns` |
| Slowest cell on crit path | `clkdlybuf4s50_1` |
| Die area | `6400 um2` |
| GRT Total Usage | `under 10%` |
| DR WL/cell | `approximately 12 um` |
| Hold_buf cts | `0` |
| First-pass GRT wire length | `2.35 mm` |
| FFs & Latches | `0` |
| Antenna Nets Post-Route | `0` |
| Rows | `21` |
| Drt drc | `0` |
| Max FO, Critical Path | `3` |
| Fill cells | `379` |
| Final Hold Vio Count | `0` |
| PD cells | `162 nW/um2` |
| Tcrit/Tclk final | `a little over nine tenths` |
| F_max | `0.482 GHz` |
| Top post-synthesis cells by count | `16 x mux2i_1, 6 x nand2_1, 4 x a22oi_1, 3 x a21oi_1, 2 x nand3_1` |
| Crit path DRT | `1.76 ns` |
| GP Congestion | `0.801` |
| WS Path Type | `input pin to output pin` |
-- where the power goes --
| group | total, W | leakage (nW) | switching (W) | internal, W |
|---|---|---|---|---|
| registers | 0 | 0 | 0 | 0 |
| clock network | 0 | 0 | 0 | 0 |
| logic | 0.000127 | 0.329 | 0.0000373 | 0.0000893 |
-- what timing repair did --
item / in CTS / in global routing
gates cloned: 0 / 0
setup endpoints to repair: 1 / 1
pin swaps: 5 / 0
gates resized: 14 / 2
buffers inserted: 0 / 0
-- worst max-delay path: cells and delay by family --
| kind | cells | cell delay, ns |
|---|---|---|
| AOI/OAI and AO/OA | 2 | 0.35 |
| buffers and inverters | 2 | 0.59 |
| and+or+nand+nor | 3 | 0.25 |
-- routing by layer --
layer	GRT usage, %	routed length, um
met5	0	0
met4	0	0
met3	2.16	188
met2	7.87	732
met1	5.28	563
-- how the worst max path moves through the flow --
stage	endpoint	cells after the start
finish	out	7
global route	out	7
CTS	out	7
-- kinds of logic after synthesis --
kind of cell	Yosys count	share of synthesized area [%]
mux	16	49.2
simple gates	14	21.9
buf+inv	2	9.62
compound gates	9	19.2
-- layout by cell type (no fill, tap or decap) --
master / netlist / layout
a211oi_1: 1 / 1
a21oi_1: 3 / 3
a22oi_1: 4 / 3
a22oi_2: 0 / 1
a311o_1: 1 / 1
and2_1: 1 / 1
and2b_2: 0 / 1
buf_12: 1 / 1
buf_2: 0 / 1
buf_4: 0 / 2
buf_8: 0 / 1
clkbuf_2: 0 / 1
clkdlybuf4s50_1: 0 / 32
dlygate4sd2_1: 0 / 3
dlymetal6s2s_1: 0 / 1
mux2i_1: 16 / 15
mux2i_2: 0 / 1
nand2_1: 6 / 6
nand2b_1: 1 / 1
nand3_1: 2 / 2
nand4b_1: 1 / 1
nor2_1: 1 / 1
nor2b_1: 1 / 1
-- layout make-up --
| type | instances | area [um2] | share of cell area, % |
|---|---|---|---|
| repair buffers | 42 | 419 | 53.7 |
| well taps | 46 | 57.6 | 7.37 |
| multi-input cells | 39 | 304 | 38.9 |
-- metrics by stage --
step,util [%],area (um2),total power [W],cells
final,22.9,781,0.000127,127
after global routing,22.9,781,0.000138,127
after CTS,22.9,783,0.000130,127
after detailed placement,22.7,774,0.000129,127
after global placement,22.7,774,0.000129,127
after floorplan,-,325,0.0000474,41
No activity file was given, so power comes from the tool's default toggle rates.
